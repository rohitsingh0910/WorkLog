==> flow/run.sh <==
#!/bin/bash
# OpenROAD 26Q1-2900-gdf79404cd8, Yosys 0.63+post, stock flow scripts
make -C /OpenROAD-flow-scripts/flow DESIGN_CONFIG=/design/flow/config.mk WORK_HOME=/design/flow/orfs finish
==> flow/config.mk <==
export PLATFORM = sky130hd
export DESIGN_NAME = alu
export DESIGN_NICKNAME = alu
export VERILOG_FILES = /design/flow/design.v
export SDC_FILE = /design/flow/constraint.sdc
export NUM_CORES = 4
export LEC_CHECK = 1
export CORE_AREA = 10 10 70 70
export DIE_AREA = 0 0 80 80
==> flow/constraint.sdc <==
current_design alu

set clk_period 6.6
set clk_io_pct 0.2

create_clock -name clk0 -period $clk_period

set non_clock_inputs [all_inputs -no_clocks]
set_input_delay [expr $clk_period * $clk_io_pct] -clock clk0 $non_clock_inputs
set_output_delay [expr $clk_period * $clk_io_pct] -clock clk0 [all_outputs]
==> flow/design.v <==
module alu(
    input [3:0] a,
    input [3:0] b,
    input [2:0] op,
    output reg [4:0] result
);
    always @(*) begin
        case (op)
            3'b000: result = a + b;
            3'b001: result = a - b;
            3'b010: result = a & b;
            3'b011: result = a | b;
            3'b100: result = a ^ b;
            3'b101: result = ~a;
            3'b110: result = a << 1;
            3'b111: result = a >> 1;
            default: result = 5'b00000;
        endcase
    end
endmodule
==> Slide: Implementation Results <==
Key Metrics from the Run

Timing
  – Final period demand of the worst path: around 5.3 ns
  – Fmax: 187 MHz
  – Total negative setup slack: 0 ns
  – Min Hold Slack: between 3 and 4 ns
  – Final tally of max-slew violations: 0
  – Tcrit/Tclk final: 81.0%
  – Slew at the pin with the worst max-slew slack: 0.578 ns
  – Slew HR: about three fifths
  – Final hold viol count: 0
  – Endpoints failing setup: 0
  – RSZ-0062 raised after global routing: false

Critical path
  – Maximum fanout along the worst path: 12
  – Setup CP Type: input port to primary output
  – Arr. time, crit path: between 4 and 5 ns
  – Worst-path cell chain: clkdlybuf4s50_1 -> nor2_2 -> nand2_2 -> o31ai_2 -> xnor2_1 -> ha_1 -> a21oi_1 -> a21oi_1 -> o31a_1 -> o31ai_2 -> clkdlybuf4s50_1
  – Crit start category: input port
  – CP max stage delay: 0.78 ns
  – Setup crit start: op[1]
  – Required time worst endpoint: 5.28 ns
  – Critical Path Sink Type: primary output
  – CP max stage cell: clkdlybuf4s50_1

Power and ir drop
  – Power Dens Cells: roughly 72 nW/um^2
  – Share of total power in sequential cells: 0%
  – Logic pwr share: 100.0%
  – IR drop worst, VDD: about 0.014 mV
  – Sw frac: between 40% and 50%
  – Pint: about 30 uW
  – Leakage: about 0.00035 uW
  – Sw Pwr: around 28 uW
  – Clock Power Share: 0%

Detailed routing
  – Routed vias: 625
  – Final WL: between 1500 and 2000 um
  – Starting DRT DRC Count: 39
  – Number of vias per cell: approximately 4.3
  – Router iterations before antenna repair: 3
  – ANT cells: 0
  – WL/cell: around 11 um
  – Post-route ant nets: 0
  – # DRC: 0

Final layout
  – Combinational gate area: around 540 um^2
  – Top Layout Cells: clkdlybuf4s50_1, ha_1, inv_1
  – # clk buffers: 0
  – Seq. cell area: 0 um^2
  – Top cell excl fill/tap: clkdlybuf4s50_1
  – Ratio of cells with drive above 1 in the final layout: 9.09%
  – Synthesis-to-finish area growth: 27.0%
  – FILL cells: roughly 390
  – Flop count: 0

GRT
  – Remaining Overflow, GRT: 0
  – Initial antenna violation count: 0
  – Vias in the first global route: between 600 and 700
  – Largest net degree at the start of global routing: 25
  – First-pass GRT wire length: around 2800 um
  – Total GRT Usage: 5.11%

Synthesis
  – Yosys stat area: approximately 640 um^2
  – Ys cells: 88
  – Mux share: under 10%
  – Mapped cell area: between 600 and 700 um^2
  – Seq share, synth: 0%
  – YS warnings: 1
  – Dominant comb cell: AND-OR/OR-AND gates
  – Aoi share: 31.3%
  – Simple-Gate Area Share: between 10% and 20%
  – Xor+xnor area frac: under 10%
  – Syn_area_per_cell: between 7 and 8 um^2
  – Synth Area in Adders: between 20% and 30%
  – Unique cell types: 35
  – Cells after Synth: just under 90

Placement
  – Final Wtd Congestion: 0.878
  – HPWL Detailed: between 1000 and 1500 um
  – I/O Buffers: 16

Clock network
  – CTS Hold Bufs: 0
  – PostCTS Resize Cnt: 0
  – Post-CTS Setup Bufs: 0

Flow run
  – Tool warnings: 37
  – MaxCap Viol Count: 0

Floorplan
  – Fp util: between 10% and 20%
  – Die height: approximately 80 um
  – Num ports: 16
  – Core Area: approximately 3400 um^2
  – Die width: 80 um
  – Chip area: around 6400 um^2
  – Row cnt: 21

Worst hold path
  – Origin of the worst min-delay path: a[0]
  – Worst Hold Class: input port to primary output

Outcome
  – Status: finished, final reports clean
==> cells by family after synthesis <==
| family | after synthesis |
|---|---|
| AND-OR/OR-AND | 30 |
| multiplexers | 4 |
| adder cells (fa/ha/maj) | 14 |
| AND/OR/NAND/NOR | 18 |
| XOR/XNOR | 3 |
| buffers and inverters | 19 |
==> cell usage after synthesis, types with 2 or more instances <==
library cell	n	area, um^2
inv_1	11	41.3
inv_2	2	7.51
nor3_1	2	10.0
buf_2	2	10.0
o21ai_1	6	30.0
nand2_1	6	22.5
o31ai_2	2	25.0
nor2_1	3	11.3
xnor2_1	2	17.5
mux2i_1	3	30.0
o21ai_0	2	10.0
a21oi_1	8	40.0
buf_4	2	15.0
ha_1	13	163
a31oi_1	3	18.8
nand3_1	2	10.0
==> critical path: cells and delay by family <==
family / cells / cell delay (ns)
fa+ha+maj: 1 / 0.33
simple gates: 2 / 0.22
xor+xnor: 1 / 0.13
buf+inv: 2 / 1.28
compound gates: 5 / 0.75
==> stage by stage <==
step / utilization, % / power [uW] / setup slack [ns] / std cells / cell area, um^2
2_1_floorplan: - / 37.4 / 2.48 / 88 / 643
3_3_place_gp: 23.9 / 59.4 / 1.26 / 145 / 817
3_5_place_dp: 23.9 / 59.6 / 1.25 / 145 / 817
4_1_cts: 23.9 / 60.0 / 1.24 / 145 / 817
5_1_grt: 23.9 / 67.2 / 0.967 / 145 / 817
6_report: 23.9 / 59.2 / 1.25 / 145 / 817
==> power groups by stage <==
| stage | clock [uW] | combinational (uW) | sequential, uW |
|---|---|---|---|
| 6_report | 0 | 59.2 | 0 |
| 5_1_grt | 0 | 67.2 | 0 |
| 4_1_cts | 0 | 60.0 | 0 |
==> area by class of cell <==
class	instances	share of cell area, %
timing repair buffer	17	20.5
inverter	13	5.97
tap	46	7.04
multi-input combinational	69	66.5
==> final timing paths <==
path	end	slack, ns	cells after the start
setup / recovery	result[4]	1.25	11
hold / removal	result[0]	3.79	4
==> metal layers <==
| metal | GRT usage [%] | wire (um) | vias up |
|---|---|---|---|
| li1 | - | - | 336 |
| met1 | 6.68 | 731 | 284 |
| met2 | 9.07 | 797 | 5 |
| met3 | 0.795 | 58 | 0 |
| met4 | 0 | 0 | 0 |
| met5 | 0 | 0 | - |
Power figures rest on the tool's default switching activity, not on a simulated workload.
